==> design/flow/design.v <==
module utopia1_atm_tx(
                      clk                ,
					  rst_n              ,
					  soc                ,
					  data               ,
					  en                 ,
					  clav               ,
					  txreq              ,
					  txack              ,
                      nni_VPI            ,
                      nni_VCI            ,
                      nni_CLP            ,
                      nni_PT             ,
                      nni_HEC            ,
                      nni_Payload    
                      );
input                  clk               ;
input                  rst_n             ;
output                 soc               ;
output     [7:0]       data              ;
output                 en                ;
input                  clav              ;					  
input                  txreq              ;
output                 txack              ;
input      [11:0]      nni_VPI            ;
input      [15:0]      nni_VCI            ;
input                  nni_CLP            ;
input      [2:0]       nni_PT             ;
input      [7:0]       nni_HEC            ;
input      [8*48-1:0]  nni_Payload        ;
reg        [5:0]      PayloadIndex  ;
parameter             reset      = 4'h0 ,
                      ready      = 4'h1 ,
					  soc_frm        = 4'h2 ,
					  vpi_vci    = 4'h3 ,
                      vci        = 4'h4 ,
                      vci_clp_pt = 4'h5 ,
                      hec        = 4'h6 ,
                      payload	 = 4'h7 ,
                      ack        = 4'h8 ,
                      done       = 4'h9 ;					  
reg        [3:0]      UtopiaStatus      ;
  always @(posedge clk, negedge rst_n)
    if (~rst_n) 
      UtopiaStatus <= reset;
	else begin
      unique case (UtopiaStatus)
	    reset     : if(txreq )  
		               UtopiaStatus <= ready        ;
        ready     : if(clav)
                       UtopiaStatus <= soc_frm    ;
		soc_frm       : if(clav)
                       UtopiaStatus <= vpi_vci    ;
        vpi_vci   : if (clav) 
                       UtopiaStatus <= vci        ;
        vci       : if (clav) 
                       UtopiaStatus <= vci_clp_pt ;
        vci_clp_pt: if (clav) 
                       UtopiaStatus <= hec        ;
        hec       : if (clav) 
                       UtopiaStatus <= payload    ;
        payload   : if (clav) begin
                       if (PayloadIndex==47) 
		                 UtopiaStatus <= ack   ;
                    end
        ack       : UtopiaStatus <= done          ;
        done      : UtopiaStatus <= reset         ;
		default   : UtopiaStatus <= reset         ;
      endcase   
    end
  wire     s_state_ready = (UtopiaStatus == ready)  ;
  assign   txack = (UtopiaStatus == ack)      ;
  reg soc ; 
  always @(posedge clk or negedge rst_n)
    if (~rst_n) 
        soc <= 0  ;
    else
        soc <= clav & (UtopiaStatus == soc_frm)      ;
  reg en ; 
  always @(posedge clk or negedge rst_n)
    if (~rst_n) 
        en <= 0;
    else if( (UtopiaStatus == reset) || (UtopiaStatus == ack) || (UtopiaStatus == done))
        en <= 0;
    else
        en <= clav      ;
  reg [7:0] data ;
  reg [48*8-1:0] nni_Payload_reg ;
  always @(posedge clk or negedge rst_n)
    if (~rst_n) 
        nni_Payload_reg <= 'h0;
    else if(s_state_ready)
        nni_Payload_reg <= nni_Payload;
  always @(posedge clk or negedge rst_n)
    if (~rst_n) 
        data <= 8'h00;
    else begin
      unique case (UtopiaStatus)
        soc_frm        : if (clav)
                        data <= nni_VPI[11:4];
	    vpi_vci    : if (clav) 
                        data <= {nni_VPI[3:0],
                                 nni_VCI[15:12]
						        };
        vci        :  if (clav) 
                        data <= nni_VCI[11:4];
        vci_clp_pt :  if (clav) 
                        data <= {nni_VCI[3:0],
                                 nni_CLP, nni_PT};
        hec        :  if (clav) 
                        data <= nni_HEC;
	payload    :  if (clav) begin 
                        data <= nni_Payload_reg[7:0];
                        nni_Payload_reg[48*8-1:0] <={8'h00,nni_Payload_reg[48*8-1:8]} ;
		          end
		default    :	data <= 8'h00 ;
      endcase
	end
  always_ff @(posedge clk, negedge rst_n)
    if (~rst_n) 
        PayloadIndex <= 0;
    else if(UtopiaStatus == payload) begin
	   if(clav) 
         PayloadIndex <= PayloadIndex + 1 ;
	end
	else
        PayloadIndex <= 0;
endmodule					  
==> design/flow/run.sh <==
#!/bin/bash
# OpenROAD 26Q1-2900-gdf79404cd8, Yosys 0.63+post, stock flow scripts
make -C /OpenROAD-flow-scripts/flow DESIGN_CONFIG=/design/flow/config.mk WORK_HOME=/design/flow/orfs finish
==> design/flow/config.mk <==
export PLATFORM = sky130hd
export DESIGN_NAME = utopia1_atm_tx
export DESIGN_NICKNAME = utopia1_atm_tx
export VERILOG_FILES = /design/flow/design.v
export SDC_FILE = /design/flow/constraint.sdc
export NUM_CORES = 4
export LEC_CHECK = 1
export CORE_AREA = 10 10 175 175
export DIE_AREA = 0 0 185 185
==> design/flow/constraint.sdc <==
current_design utopia1_atm_tx

set clk_period 1.9
set clk_io_pct 0.2

create_clock -name clk0 -period $clk_period [get_ports {clk}]

set non_clock_inputs [all_inputs -no_clocks]
set_input_delay [expr $clk_period * $clk_io_pct] -clock clk0 $non_clock_inputs
set_output_delay [expr $clk_period * $clk_io_pct] -clock clk0 [all_outputs]
==> run notes <==
Synthesis and PnR results.

- The run finished with clean final reports.
- The vias per cell is ~2.2.
- The setup-violating endpoint count in the final report reads 0.
- The static leakage reads roughly 0.85 nW.
- The worst-skew pair later-pin latency is 260 ps.
- Per the final layout report, the fraction of cells sized above drive strength 1 comes to 10.0%.
- After clock tree synthesis, the setup repair step added 0 buffers.
- For reference, the final report shows the hold violation count at 0.
- The number of antenna violations at the first check in global routing reads 0.
- In this design, the stage delay of the slowest critical-path cell is roughly 570 ps.
- The endpoint type of the worst setup path is a primary output.
- The number of standard-cell rows in the floorplan is 60.
- The maximum clock insertion buffer count is 2.
- The pin slew with the least headroom to its limit reads 491 ps.
- The tally of nets with antenna violations remaining after routing reads 0.
- The number of warning messages in the logs reads around 410.
- For reference, the post-synthesis area per instance comes to between 10 and 15 um2.
- The tally of max-capacitance violations reads 0.
- The combinational family with the most area after synthesis reads AND-OR/OR-AND gates.
- VDD sags by at most approximately 0.00054 V.
- The signal arrival time at the worst endpoint is 1190 ps.
- The average detailed-routed wire length per instance reads ~9.1 um.
- The cell total in the yosys stat output reads ~100.
- Setup repair after global routing left no endpoint under its margin.
- For this design the total switching power over the nets is ~300 uW.
- The synthesis report lists the Yosys warning total as around 770.
- The fraction of synthesized cell area in xor and xnor cells is approximately 3%.
- The fraction of power consumed by combinational cells reads 14.8%.
- STA puts the critical path data required time at around 1500 ps.
- Per the CTS log, the root buffer master is sky130_fd_sc_hd__clkbuf_16.
- The number of flip-flops and latches in the synthesized netlist reads 26.
- The congestion estimate from routability-driven global placement came to roughly 0.7.
- The worst-case hold path end point reads UtopiaStatus[6]$_DFF_PN0_.
- The synthesized instance count is 103.
- The number of cells in the design after placement reads 497.
- The hold buffer count at cts reads 0.
- The final routed DRC violation total is 0.
- The non-filler instance count after layout reads 501.
- The total number of vias reads around 1100.
- The dominant delay contributor by cell family on the critical path is buffers and inverters.
- For the final database, setup skew stands at ~1.9 ps.
- The H-tree depth reported by CTS is 1.
- The internal power of the cells totals around 1.1 mW.
- Dividing the final minimum period by the clock period gives about 82%.
- The share of the core filled by cells before placement reads between 4 and 5%.
- The multi-input combinational cells in the finished layout cover a total of approximately 480 um2.
- The worst hold path was traced through 0 stages.
- The diode insertion count for antenna repair is 0.
- The number of buffers and inverters on the critical path reads 1.
- The area growth from synthesis to layout reads 93.9%.
- The area of the chip is ~34000 um2.
- The global-route wire length before repair reads around 6700 um.
- The global-route total usage across every layer is between 2 and 3%.
- The worst setup path is launched from a flip-flop.
- The aggregate global routing overflow reads 0.
- TritonCTS built the clock tree.
- The post-synthesis chip area from yosys is ~1200 um2.
- In this run the worst hold path is classified as flip-flop to flip-flop.
- The area share of the leading cell type in the synthesized netlist reads around 53%.
- The share of total power consumed by net switching reads between 20% and 30%.
- The power density normalized to cell area reads around 620 nW/um2.
- Per the detailed placement report, the placed cell area equals roughly 2200 um2.
- The terminus of the critical flop-to-flop path reads data[7]$_DFFE_PN0P_.
- The final critical path time including I/O delays and setup reads roughly 1600 ps.
- The timing report shows that the slowest cell on the worst path is sky130_fd_sc_hd__clkdlybuf4s50_1.
- The final number of max-transition violations reads 0.
- The total chip power reads approximately 1.4 mW.
- The summed negative setup slack over all endpoints reads 0 ps.
- The initial detailed-routing violation count is 92.
- The sequential-to-total area share from yosys stat reads between 50% and 60%.
- The unique cell type count in the Yosys netlist reads 25.
- In this run the cell area of the synthesized design comes to about 1200 um2.
- The number of top-level pins reads 439.
- The first detailed-routing pass took 4 iterations.
- The width of the chip is roughly 190 um.
- The report shows a maximum critical-path fanout of 2.
- Entering global routing, the biggest net connects 27 pins.
- The clock sink count reads 26.
- For this run the detailed placement stage logged an HPWL of just under 4000 um.
- In this run, the synthesized area fraction spent on adder and majority cells is recorded as between 1 and 1.5%.
- Across all hold checks on the routed design, the worst slack comes to 407 ps.
- The clock transition at the registers of the reported paths reads approximately 70 ps.
- The placement report lists the number of port buffers as approximately 54.
- The cell type with the highest aggregate area in the netlist reads sky130_fd_sc_hd__dfrtp_1.
- The beginning of the worst hold path reads UtopiaStatus[1]$_DFF_PN0_.
- The relative max-transition margin reads between 60% and 70%.
- The AND-OR/OR-AND share of the synthesized area is a little over a fifth.
- The total area inside the core boundary comes to around 27000 um2.
- Counting cells, the worst reg-to-reg path comes to 4.
- By area the synthesized netlist is led by sky130_fd_sc_hd__dfrtp_1, sky130_fd_sc_hd__a222oi_1, sky130_fd_sc_hd__a22o_1.
- The maximum operating frequency is between 0.6 and 0.7 GHz.
- The post-synthesis share of cell area spent on and, or, nand and nor gates is a little over a tenth.
- The total CTS buffers is 3.
- The worst setup slack for register-to-register paths reads 340 ps.
- The relative contribution of sequential cells to total power reads between 40 and 50%.
- The count of instances resized after the clock tree is built is 0.
- Looking at the power breakdown, the clock network takes between 40% and 50% of the total.
- Traced cell by cell, the critical path runs through clkdlybuf4s50_1.
- Measured against the total synthesized area, the mux share comes to ~5.7%.
- The sequential cells in the finished layout cover a total of between 600 and 700 um2.
- The routed wire length reads roughly 4600 um.
- The critical path start-end classification is flip-flop to primary output.
- The via count of the first global-routing pass is roughly 1100.
- For the completed layout, the total cell area is recorded as 2280 um2.
- The vertical die dimension is around 190 um.
- The fill cell total of the finished layout reads 3108.
power by group through the flow:
| stage | logic (mW) | clock network, mW | registers (mW) |
|---|---|---|---|
| 6_report | 0.209 | 0.608 | 0.595 |
| 4_1_cts | 0.214 | 0.617 | 0.595 |
| 5_1_grt | 0.232 | 0.650 | 0.598 |
per-stage QoR:
stage	utilization, %	setup slack (ps)
2_1_floorplan	-	551
3_3_place_gp	8.08	64.8
3_5_place_dp	8.08	51.2
4_1_cts	8.47	295
5_1_grt	8.47	207
6_report	8.47	335
final cells by class:
class	instances	share of cell area, %
inverters	3	0.495
clock buffers	3	3.30
flip-flops and latches	26	28.6
well taps	341	18.7
clock inverters	1	1.32
repair buffers	60	26.3
multi-input cells	67	21.2
worst reg2reg max path, stage by stage, from the launching register on:
cell and delay [ps]:
sky130_fd_sc_hd__dfrtp_1 560, sky130_fd_sc_hd__nor4_1 360, sky130_fd_sc_hd__a21oi_1 140, sky130_fd_sc_hd__buf_4 180, sky130_fd_sc_hd__a22o_1 220
logic make-up (layout without fill, tap and decap cells):
group	after synthesis	count (layout)
adders and majority gates	1	1
muxes	6	6
buffers and inverters	10	67
AOI/OAI and AO/OA	30	30
DFF	26	26
xor gates and xnor gates	4	4
and+or+nand+nor	26	26
synth_stat cells, drive strengths merged:
library cell,instances
xor2,3
a22oi,8
mux2,5
or3,1
o21ai,2
buf,1
dfstp,1
nand2,10
clkbuf,6
nor4,1
inv,3
dfrtp,25
or3b,1
nor4b,1
a21o,1
nand3,2
nand4,2
a21oi,2
ha,1
and2,1
nor2,7
mux2i,1
a222oi,8
a22o,9
xnor2,1
layer usage:
metal / up-vias / track usage, % / wire length (um)
li1: 512 / - / -
met1: 525 / 3.36 / 1900
met2: 39 / 4.16 / 2320
met3: 2 / 0.916 / 327
met4: 0 / 0.228 / 36
met5: - / 0 / 0
how the worst max path moves through the flow:
stage / start / cells past startpoint / slack, ps / end
CTS: clav / 5 / 290 / PayloadIndex[5]$_DFFE_PN0P_
finish: data[6]$_DFFE_PN0P_ / 1 / 330 / data[6]
global route: flip-flop / 4 / 210 / data[5]$_DFFE_PN0P_
layout by cell type, fill, tap and decap left out, types with 2 or more instances in the layout:
master,netlist,final
sky130_fd_sc_hd__mux2_2,5,5
sky130_fd_sc_hd__a21oi_1,2,2
sky130_fd_sc_hd__buf_4,0,5
sky130_fd_sc_hd__nand2_1,10,10
sky130_fd_sc_hd__xor2_1,3,3
sky130_fd_sc_hd__nor2_1,7,7
sky130_fd_sc_hd__o21ai_0,2,2
sky130_fd_sc_hd__clkbuf_16,0,3
sky130_fd_sc_hd__nand3_1,2,2
sky130_fd_sc_hd__nand4_1,2,2
sky130_fd_sc_hd__inv_1,3,3
sky130_fd_sc_hd__a222oi_1,8,8
sky130_fd_sc_hd__a22oi_1,8,8
sky130_fd_sc_hd__a22o_1,9,9
sky130_fd_sc_hd__clkdlybuf4s50_1,0,54
sky130_fd_sc_hd__dfrtp_1,25,25
Power and IR drop assume default switching activity.
