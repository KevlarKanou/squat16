==> flow/design.v <==
module utopia1_atm_rx(
                       clk            ,
					   rst_n          ,
                       soc            ,
					   data           ,
					   clav           ,
					   en             ,
					   rxreq          ,
					   rxack          ,
					   uni_GFC        ,
					   uni_VPI        ,
					   uni_VCI        ,
					   uni_CLP        ,
					   uni_PT         ,
					   uni_HEC        ,
					   uni_Payload
                      );
input                  clk                ;
input                  rst_n              ;
input                  soc                ;
input      [7:0]       data               ;
input                  clav               ;
output                 en                 ;
output                 rxreq              ;
input                  rxack              ;
output     [3:0]       uni_GFC            ;
output     [7:0]       uni_VPI            ;
output     [15:0]      uni_VCI            ;
output                 uni_CLP            ;
output     [2:0]       uni_PT             ;
output     [7:0]       uni_HEC            ;
output     [8*48-1:0]  uni_Payload        ;
reg        [3:0]       uni_GFC            ;
reg        [7:0]       uni_VPI            ;
reg        [15:0]      uni_VCI            ;
reg                    uni_CLP            ;
reg        [2:0]       uni_PT             ;
reg        [7:0]       uni_HEC            ;
reg        [8*48-1:0]  uni_Payload        ;
reg        [5:0]       PayloadIndex   ;
parameter              reset      = 4'h0   ,
                       soc_frm    = 4'h1   ,
					   vpi_vci    = 4'h2   ,
					   vci        = 4'h3   ,
					   vci_clp_pt = 4'h4   ,
					   hec        = 4'h5   ,
					   payload    = 4'h6   ,
					   req        = 4'h7   ,
					   ack        = 4'h8   ;
reg    [3:0]           UtopiaStatus ;
reg                    rxreq        ;
reg                    en           ;
  always @(posedge clk, negedge rst_n)
    if (~rst_n) begin
      rxreq          <= 0;
      en             <= 0;
      UtopiaStatus   <= reset;
    end
    else begin
      case (UtopiaStatus)
        reset       :  begin
                          rxreq         <= 0    ;
                          UtopiaStatus  <= soc_frm  ;
                          en            <= 1    ;
                       end
        soc_frm         :  if (soc && clav) begin
                          {uni_GFC,
                           uni_VPI[7:4]} <= data;
                           UtopiaStatus  <= vpi_vci;
                       end
        vpi_vci     :  if (clav) begin
                          {uni_VPI[3:0],
                           uni_VCI[15:12]} <= data;
                           UtopiaStatus    <= vci;
                       end
        vci         :  if (clav) begin
                          uni_VCI[11:4]    <= data;
                          UtopiaStatus     <= vci_clp_pt;
                       end
        vci_clp_pt  : if (clav) begin
                         {uni_VCI[3:0], uni_CLP,
                          uni_PT}          <= data    ;
                          UtopiaStatus     <= hec     ;
                      end
        hec         : if (clav) begin
                          uni_HEC          <= data    ;
                          UtopiaStatus     <= payload ; 
                          PayloadIndex     <= 0       ;  
                      end
        payload     : if (clav) begin
                          uni_Payload <= {data,uni_Payload[48*8-1:8]};
                          if (PayloadIndex==47) begin
                              UtopiaStatus <= req;
                              en <= 0;
                          end
                          PayloadIndex <= PayloadIndex + 1;
                      end
        req         : begin
                         UtopiaStatus <= ack   ;
			             rxreq        <= 1     ;
	                  end
        ack         : if(rxack) begin
		                 UtopiaStatus <= reset ; 
				 rxreq        <= 0     ;        
                                 en        <= 1     ;
		       end	 
        default     : UtopiaStatus <= reset;
      endcase
    end
endmodule					  
==> flow/run.sh <==
#!/bin/bash
# OpenROAD 26Q1-2900-gdf79404cd8, Yosys 0.63+post, stock flow scripts
make -C /OpenROAD-flow-scripts/flow DESIGN_CONFIG=/design/flow/config.mk WORK_HOME=/design/flow/orfs finish
==> flow/config.mk <==
export PLATFORM = sky130hd
export DESIGN_NAME = utopia1_atm_rx
export DESIGN_NICKNAME = utopia1_atm_rx
export VERILOG_FILES = /design/flow/design.v
export SDC_FILE = /design/flow/constraint.sdc
export NUM_CORES = 4
export LEC_CHECK = 1
export CORE_AREA = 10 10 295 295
export DIE_AREA = 0 0 305 305
==> flow/constraint.sdc <==
current_design utopia1_atm_rx

set clk_period 20.7
set clk_io_pct 0.2

create_clock -name clk0 -period $clk_period [get_ports {clk}]

set non_clock_inputs [all_inputs -no_clocks]
set_input_delay [expr $clk_period * $clk_io_pct] -clock clk0 $non_clock_inputs
set_output_delay [expr $clk_period * $clk_io_pct] -clock clk0 [all_outputs]
==> results.txt <==
VDD IR-drop max: 68.65 uV
syn_area_per_cell: 27.22 um2
relative slew slack: 48.10%
FP Util: 16.76%
GR Overflow Total: 0
sequential fraction of the synthesis area: 97.69%
Clk Latency, worst-skew pair: 570 ps
gpl congestion: 0.9270
endpoints failing setup: 0
met2 usage: 11.00%
final hold viol count: 0
Most Crowded Layer GR: met2
H-tree Lvls: 2
GRT Util Overall: 8.227%
worst hold path cell count: 0
Hold-fix buffers, CTS: 0
Post-Syn Instances: 496
P per Cell Area: 100.2 nW/um2
TritonCTS clock tree: built
max frequency: 117.7 MHz
Dominant comb cell: simple AND/OR/NAND/NOR gates
setup TNS: 0 ps
register area: 13190 um2
first-pass GRT wire length: 55210 um
Iteration-0 DRC Markers: 293
DIE WIDTH: 305 um
CP Data Required Time: 20890 ps
DR vias/cell: 3.341
Final Worst Setup Slack: 12200 ps
ys cells: 496
WL final: 38670 um
layout cells sized above 1: 8.358%
Min Hold Slack: 442.9 ps
Post-Syn Area: 13500 um2
met3 Usage GRT: 8.705%
Tool Warnings: 25
Num Clock Sinks: 441
xor/xnor share: 0.1946%
Cell variety after synth: 25
Die Y: 305 um
# diodes: 0
Worst setup SP type: primary input
synthesized flop and latch total: 441
largest fanout on the critical path: 65
vias: 6979
Tcrit/Tclk final: 41.06%
Yosys warnings: 1
post-route ant nets: 0
logic area: 295.3 um2
CP endpoint kind: flop
Reg clk slew, reported paths: 60 ps
mux share of post-synthesis cell area: 0.3244%
minimum clock period: 8499 ps
root buffer cell: clkbuf_16
RSZ-0062 raised after global routing: no
Inst Count DP: 2002
clock buffer depth: 3
fill cell count: 8006
CTS Buf Count: 48
cells along the critical path: clkdlybuf4s50_1 -> nand2_1 -> nor2_4 -> buf_4 -> buf_4 -> buf_4 -> buf_4 -> buf_4
Chip Area: 93030 um2
crit path DAT: 8690 ps
AND-OR/OR-AND Cells, Area Fraction: 0.4634%
critical path's most frequent cell: buf_4
initial antenna violation count: 3
DRC Markers: 0
yosys synthesis chip area: 13500 um2
leak pwr: 6.745 nW
slowest cell on the critical path: clkdlybuf4s50_1
Simple Share, Synth: 1.057%
placeable core area: 80550 um2
kind of critical path: in2reg
Worst Clk Skew: 13.74 ps
Post-CTS Setup Bufs: 0
area grow syn2layout: 53.94%
HP Class: reg2reg
maxcap violations: 0
drt first pass iters: 5
cts repair resizes: 0
std cell rows: 104
pre-CTS setup slack: 11510 ps
status: completed
met1 Use GR: 8.596%
top-level port count: 439
R2R depth: 7
CP peak stage delay: 840 ps
vias in the first global route: 7765
Adders+Majority by Area: 0.09268%
Max Slew Vio Count: 0
WL/cell: 18.51 um
Detail Placement HPWL: 28880 um
worst slew pin tran: 778.5 ps
I/O Buffers: 438
non-filler cells, final: 2089
largest net degree at the start of global routing: 66
==> stage by stage <==
step | total power [W] | cell area [um2] | utilization, %
finish | 0.002082 | 20780 | 25.80
global route | 0.002178 | 20780 | 25.80
CTS | 0.002119 | 20780 | 25.80
detailed placement | 0.001297 | 19280 | 23.94
global placement | 0.001297 | 19280 | 23.94
floorplan | 0.001156 | 13500 | -
==> sequential cells by signal, indices dropped and copies added, names as in the netlist, named ones only <==
| signal | flops |
|---|---|
| PayloadIndex | 6 |
| UtopiaStatus | 6 |
| uni_VCI | 16 |
| rxreq | 1 |
| en | 1 |
| uni_VPI | 8 |
| uni_CLP | 1 |
| uni_PT | 3 |
| uni_HEC | 8 |
| uni_GFC | 4 |
| uni_Payload | 384 |
==> synth_stat cells <==
cell type / n / share of area [%]
dfstp_2: 1 / 0.19
nor2_1: 10 / 0.28
nand2_1: 10 / 0.28
nand3_2: 1 / 0.074
a21o_1: 1 / 0.056
ha_1: 1 / 0.093
buf_2: 1 / 0.037
nor3_1: 1 / 0.037
xor2_1: 2 / 0.13
mux2_2: 3 / 0.25
nand3_1: 3 / 0.11
o31ai_1: 1 / 0.056
or3_1: 1 / 0.046
a21oi_1: 3 / 0.11
edfxtp_1: 430 / 96
inv_1: 4 / 0.11
clkinv_1: 1 / 0.028
and3_1: 3 / 0.14
nor4_1: 1 / 0.046
dfrtp_1: 10 / 1.9
and2_1: 1 / 0.046
o221ai_1: 2 / 0.13
xnor2_1: 1 / 0.065
mux2i_1: 1 / 0.074
o21ai_0: 3 / 0.11
==> worst max-delay path: cells and delay by family <==
family | cells | cell delay [ps]
buf+inv | 6 | 3970
simple gates | 2 | 410
==> per-layer routing <==
metal  up-vias  share of wire, %
met5         -                 0
met4         0               3.3
met3        64                24
met2       627                39
met1      3283                34
li1       3005                 -
==> cell type report <==
type | count | area share [%]
inverter | 5 | 0.09031
clock inverter | 33 | 1.337
clock buffer | 54 | 5.888
tap | 1060 | 6.382
sequential | 441 | 63.46
timing repair buffer | 447 | 21.42
multi-input combinational | 49 | 1.421
==> cell families after synthesis <==
| logic type | count (synthesis) |
|---|---|
| AND-OR/OR-AND | 10 |
| flip-flops | 441 |
| XOR/XNOR | 3 |
| buffers and inverters | 6 |
| adder cells (fa/ha/maj) | 1 |
| multiplexers | 4 |
| AND/OR/NAND/NOR | 31 |
==> worst paths after layout <==
kind                                            start                    endpoint  slack [ps]
min                        uni_Payload[254]$_DFFE_PP_  uni_Payload[246]$_DFFE_PP_         440
max                                             rst_n  uni_Payload[191]$_DFFE_PP_       12200
min in group asynchronous                       rst_n  asynchronous set/reset pin        3950
max reg2reg                 UtopiaStatus[4]$_DFF_PN0_  uni_Payload[191]$_DFFE_PP_       16140
max in group asynchronous                       rst_n   UtopiaStatus[1]$_DFF_PN0_       16370
min reg2reg                uni_Payload[254]$_DFFE_PP_  uni_Payload[246]$_DFFE_PP_         440
==> cells in the final DEF, fill, tap and decap left out, types with 2 or more instances in the layout <==
| cell type | Yosys | layout |
|---|---|---|
| edfxtp_1 | 430 | 430 |
| o21ai_0 | 3 | 3 |
| xor2_1 | 2 | 2 |
| o221ai_1 | 2 | 2 |
| clkinvlp_4 | 0 | 5 |
| buf_4 | 0 | 9 |
| clkdlybuf4s50_1 | 0 | 438 |
| clkbuf_1 | 0 | 6 |
| clkinv_1 | 1 | 11 |
| bufinv_16 | 0 | 3 |
| a21oi_1 | 3 | 3 |
| clkinv_4 | 0 | 3 |
| inv_1 | 4 | 4 |
| mux2_2 | 3 | 3 |
| clkbuf_16 | 0 | 48 |
| dfrtp_1 | 10 | 10 |
| and3_1 | 3 | 3 |
| nand2_1 | 10 | 10 |
| nor2_1 | 10 | 9 |
| clkinv_2 | 0 | 7 |
| inv_6 | 0 | 4 |
| nand3_1 | 3 | 3 |
==> report_power, final <==
part / total, W / internal, W / switching [W]
Combinational: 0.000160 / 0.0000976 / 0.0000623
Clock: 0.000807 / 0.000465 / 0.000342
Sequential: 0.00112 / 0.00107 / 0.0000424
Total: 0.00208 / 0.00164 / 0.000447
No activity file was given, so power comes from the tool's default toggle rates.
