$ cat /design/flow/config.mk
export PLATFORM = sky130hd
export DESIGN_NAME = hec_cal
export DESIGN_NICKNAME = hec_cal
export VERILOG_FILES = /design/flow/design.v
export SDC_FILE = /design/flow/constraint.sdc
export NUM_CORES = 4
export LEC_CHECK = 1
export CORE_AREA = 10 10 109 109
export DIE_AREA = 0 0 119 119
$ cat /design/flow/design.v
module hec_cal(
               hec_in ,
			   hec_out
               );
input   [31:0] hec_in  ;
output  [7:0]  hec_out ;
   reg  [7:0] syndrom[0:255];
   reg  [7:0] sndrm;
   integer    i ;
   initial begin
     for (i=0; i<256; i++) begin
	   sndrm = i;
	   repeat (8) begin
	     if (sndrm[7] == 1'b1)
              sndrm = (sndrm << 1) ^ 8'h07;
	     else
              sndrm = sndrm << 1;
	   end
	   syndrom[i] = sndrm;
     end
   end
  wire [31:0] hdr = hec_in;
  wire [7:0]  RtnCode0 = syndrom[hdr[31:24]];
  wire [7:0]  RtnCode1 = syndrom[RtnCode0 ^ hdr[23:16]];
  wire [7:0]  RtnCode2 = syndrom[RtnCode1 ^ hdr[15:8]];
  wire [7:0]  RtnCode3 = syndrom[RtnCode2 ^ hdr[7:0]];
  wire [7:0]  RtnCode = RtnCode3 ^ 8'h55;
  assign   hec_out = RtnCode ;
endmodule  
$ cat /design/flow/run.sh
#!/bin/bash
# OpenROAD 26Q1-2900-gdf79404cd8, Yosys 0.63+post, stock flow scripts
make -C /OpenROAD-flow-scripts/flow DESIGN_CONFIG=/design/flow/config.mk WORK_HOME=/design/flow/orfs finish
$ cat /design/flow/constraint.sdc
current_design hec_cal

set clk_period 4.4
set clk_io_pct 0.2

create_clock -name clk0 -period $clk_period

set non_clock_inputs [all_inputs -no_clocks]
set_input_delay [expr $clk_period * $clk_io_pct] -clock clk0 $non_clock_inputs
set_output_delay [expr $clk_period * $clk_io_pct] -clock clk0 [all_outputs]
==> results.yml <==
# physical design summary
routing:
  wl_mm: 3.168
  first_pass_iters: 3
  drtIter0Drc: 13
  wl_per_cell_um: 11.15
  num_vias: 752
  antenna_left: 0
  viasPerCell: 2.648
  drc: 0
  num_antenna_cells: 0
global_route:
  grtUsageMet3_pct: 1.391
  first_global_vias: 899
  grt_max_degree: 5
  use_met2_pct: 7.192
  grtUsageMet1_pct: 6.375
  grt_first_pass_wirelength_mm: 5.161
  grt_use_total_pct: 4.541
  busiest_layer: "met2"
  antenna_found_initial: 0
  grt-ovfl-total: 0
floorplan:
  fp_util_pct: 10.37
  core_um2: 9639
  rows: 36
  ios: 40
  die_height_um: 119
  dieArea_um2: 14160
  fp.dieW_um: 119
critical_path:
  critPathCaptureType: "primary output"
  max_stage_delay_ns: 0.46
  critPathBufInv: 3
  cpMostUsedCell: "xnor3_1"
  crit_family: "XOR/XNOR gates"
  crit_slowest_cell: "clkdlybuf4s50_1"
  cp_max_fo: 2
  startpoint_type: "input port"
  path_class: "input port to primary output"
  crit_chain: "clkdlybuf4s50_1 -> xor3_2 -> buf_4 -> xor2_2 -> xor3_1 -> xnor3_1 -> xnor3_1 -> dlygate4sd2_1"
  required_ns: 3.52
  critPathArrivalTime_ns: 3.37
min_path:
  min_from: "hec_in[2]"
  hold_end: "hec_out[3]"
  holdPathStages: 4
  min_path_type: "input port to primary output"
placed_design:
  hpwl_mm: 2.750
  place_congestion: 0.7780
  port_buffers: 40
  dp_cells: 271
  place_ws_ns: -0.1885
  place_area_um2: 1762
power_and_ir_drop:
  ir_worst_vdd_uv: 217.5
  pwr-share-seq_pct: 0
  netSwitchingFraction_pct: 30.63
  leakage_nw: 0.9571
  pwr-share-clk_pct: 0
  p_int_mw: 0.7849
  switchingPower_mw: 0.3466
  power_frac_comb_pct: 100.0
  powerDensity_nw_per_um2: 578.2
logic_synthesis:
  ys_warn_count: 1
  syn_area_um2: 999.7
  ys_seq_share_pct: 0
  ys_chip_area_um2: 999.7
  synthDistinctLibCells: 13
  yosysCellCount: 72
  synth_cells: 72
  avgSynthCellArea_um2: 13.88
final_timing:
  setup_viol: 0
  slew-limit-headroom_pct: 78.79
  hold_viol_final: 0
  post-route-period-util_pct: 96.65
  rsz0062_at_grt: "no"
  setup_tns_ns: 0
  worst_slack_ns: 0.1472
  finalMaxSlewViolations: 0
  tightestPinTransition_ns: 0.3159
  fmax_ghz: 0.2351
  final.min_clock_period_ns: 4.253
cells_and_area:
  clkbuf_count: 0
  postLayoutCoreUtil_pct: 20.30
  fillers: 1049
  final_cell_area_um2: 1957
  syn_to_final_growth_pct: 95.74
  layoutNonFillerInstCount: 284
  flop_area_um2: 0
  comb_area_um2: 1090
  post_route_cells_drive_above_1_share_pct: 38.41
  nFlopsAndLatches: 0
run:
  tool_warnings: 33
  maxCapViolations: 0
clocking:
  ctsHoldBuffers: 0
outcome:
  status: "finished clean"
==> timing repair <==
action                                  4_1_cts  5_1_grt
pin swaps                                    19        4
setup buffers                                10        3
endpoints found under the setup margin        8        5
gates resized                                18        7
gates cloned                                  0        0
==> logic make-up (layout without fill, tap and decap cells) <==
group / after synthesis / in the layout / share of synthesized area, %
compound gates: 2 / 2 / 1.251
xor+xnor: 65 / 65 / 94.99
fa+ha+maj: 2 / 2 / 2.503
buf+inv: 2 / 81 / 0.7512
simple gates: 1 / 1 / 0.5001
==> cell usage in the layout, fill, tap and decap left out <==
master	instances
xor3_1	3
xnor2_1	24
xor3_2	2
xnor3_2	2
dlymetal6s2s_1	4
xnor2_4	2
xnor3_4	1
xor2_2	4
xnor3_1	16
dlygate4sd2_1	8
a21oi_1	1
clkdlybuf4s50_1	28
buf_4	39
xnor2_2	7
a211oi_1	1
ha_1	1
ha_4	1
inv_1	2
xor2_1	4
nor3_1	1
==> synthesized netlist by cell type <==
cell / count / share of area (%)
nor3_1: 1 / 0.50
inv_1: 2 / 0.75
xnor3_2: 1 / 2.4
xnor2_2: 5 / 8.1
a21oi_1: 1 / 0.50
xnor2_1: 28 / 25
xnor3_1: 17 / 38
xor3_1: 4 / 9.5
ha_1: 2 / 2.5
xor3_2: 1 / 2.5
xnor3_4: 1 / 2.6
xor2_1: 8 / 7.0
a211oi_1: 1 / 0.75
==> power groups by stage <==
stage / registers (mW) / clock network [mW] / logic [mW]
4_1_cts: 0 / 0 / 1.15
5_1_grt: 0 / 0 / 1.25
6_report: 0 / 0 / 1.13
==> layer usage <==
metal	vias to the layer above	part of all wire, %
li1	400	-
met1	329	50
met2	23	44
met3	0	6.2
met4	0	0
met5	-	0
==> worst max path at each step <==
stage	start	to	slack, ns	depth (start not counted)
4_1_cts	hec_in[24]	hec_out[4]	0.01	12
6_report	hec_in[13]	hec_out[5]	0.15	8
5_1_grt	hec_in[25]	hec_out[3]	0.009	10
==> stage by stage <==
step                total power, mW  hold slack (ns)
floorplan                    0.5329            1.950
global placement              1.138            3.017
detailed placement            1.128            3.026
CTS                           1.146            2.812
global route                  1.251            2.837
finish                        1.131            2.793
==> final cells by class <==
type                       instances  area share [%]
multi-input combinational         70           55.69
timing repair buffer              79           35.42
tap                              133           8.504
inverter                           2          0.3836
Power and IR drop assume default switching activity.
